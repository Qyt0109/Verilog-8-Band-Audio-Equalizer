## flow/config.mk

```make
export PLATFORM = sky130hd
export DESIGN_NAME = counter
export DESIGN_NICKNAME = counter
export VERILOG_FILES = /design/flow/design.v
export SDC_FILE = /design/flow/constraint.sdc
export NUM_CORES = 4
export LEC_CHECK = 1
export CORE_AREA = 10 10 70 70
export DIE_AREA = 0 0 80 80
```

## flow/constraint.sdc

```tcl
current_design counter

set clk_period 2.4
set clk_io_pct 0.2

create_clock -name clk0 -period $clk_period [get_ports {clk}]

set non_clock_inputs [all_inputs -no_clocks]
set_input_delay [expr $clk_period * $clk_io_pct] -clock clk0 $non_clock_inputs
set_output_delay [expr $clk_period * $clk_io_pct] -clock clk0 [all_outputs]
```

## flow/design.v

```verilog
module counter #(
    parameter COUNTER_MIN = 6'b000000,
    parameter COUNTER_MAX = 6'b111111
) (
    input clk,
    input clk_enable,
    input rst,
    output reg [$clog2(COUNTER_MAX)-1:0] current_count,   
    output                               phase_min        
);
  always @(posedge clk or posedge rst) begin
    if (rst == 1) begin
      current_count <= COUNTER_MIN;
    end else begin
      if (clk_enable == 1) begin
        if (current_count >= COUNTER_MAX) begin
          current_count <= COUNTER_MIN;
        end else begin
          current_count <= current_count + 1;
        end
      end
    end
  end
  assign phase_min = ((current_count == COUNTER_MIN) && (clk_enable == 1)) ? 1 : 0;
endmodule
```

## flow/run.sh

```bash
#!/bin/bash
# OpenROAD 26Q1-2900-gdf79404cd8, Yosys 0.63+post, stock flow scripts
make -C /OpenROAD-flow-scripts/flow DESIGN_CONFIG=/design/flow/config.mk WORK_HOME=/design/flow/orfs finish
```

==> impl_metrics.tcl <==
# yosys + openroad results
set metrics [dict create \
    num_antenna_cells 0 \
    postLayoutCoreUtil_pct 14.76 \
    total_power_uw 569.9 \
    dp_slack_ps 174.9 \
    dpl.cell_count 87 \
    overflow 0 \
    antenna_found_initial 0 \
    finalSetupTns_ps 0 \
    cp-start-kind "flip-flop" \
    yosys.area.top_type "dfrtp_1" \
    largest_register_ffs 6 \
    top_cell "dfrtp_1" \
    path_buffers 2 \
    fp-row-count 21 \
    tightest_slew_ps 287.6 \
    finalCriticalPeriod_ps 2117 \
    setup_viol_count_final 0 \
    slew_headroom_pct 80.57 \
    finalHoldViolations 0 \
    port_buffers 9 \
    netlist_area_um2 314.1 \
    nFillCells 395 \
    rsz0062_at_grt "false" \
    ir_drop_v 0.0004601 \
    htreeDepth 1 \
    grt_usage_pct 2.513 \
    hp-class "in2async" \
    p_leak_nw 0.2021 \
    max_freq_mhz 472.4 \
    outcome "finished clean" \
    ys_seq_share_pct 47.81 \
    top_area_share_pct 47.81 \
    synth-seq-cells 6 \
    ys_cells 31 \
    clk_latency_ps 250 \
    p_per_area_nw_per_um2 1130 \
    cts-root-buf "clkbuf_4" \
    reg.largest.list "current_count: 6 flops" \
    grt_pass1_wl_um 1283 \
    place.gp.congestion 0.7762 \
    cts_tree "yes" \
    synthArstFlopShare_pct 100.0 \
    clockBufferDepth 2 \
    area_growth_pct 60.56 \
    die_height_um 80 \
    dp_hpwl_um 603.6 \
    place_area_um2 471.7 \
    fin_ws_ps 283.0 \
    top_register "current_count" \
    chipArea_um2 6400 \
    post_synth_num_cell_types 14 \
    postSynthAreaPerCell_um2 10.13 \
    netlist_instances 31 \
    stdcell_area_um2 504.2 \
    stdcell_count 91 \
    crit_family "simple AND/OR/NAND/NOR gates" \
    critPathCaptureType "output pin" \
    grt_pass1_vias 279 \
    warnings 26 \
    cts_hold_buf 0 \
    chipWidth_um 80 \
    ys_chip_area_um2 314.1 \
    cpMaxStageDelayCell "or4b_4" \
    crit_required_ps 1920 \
    drt_iter0_drc 3 \
    cts.sinks 6 \
    slowest_delay_ps 450 \
    grt_max_degree 8 \
    flop_cell "dfrtp_1" \
    routed_wl_um 761 \
    worstSetupPathType "reg2out" \
    synthTopCellsByArea "dfrtp_1, xnor2_1, ha_1" \
    arrival_ps 1640 \
    clk_pin_slew_ps 50 \
    wl_per_cell_um 8.363 \
    core_um2 3416 \
    finalClockPeriodUsage_pct 88.21 \
    layout-drive-gt1-share_pct 20.00 \
    cp_max_fo 2 \
    synth_warnings 1 \
    first_pass_iters 4 \
    crit_chain "inv_1 -> ha_1 -> or4b_4 -> nor3b_2 -> dlygate4sd2_1" \
    initCoreUtil_pct 9.194 \
    hold_slack_ps 444.7 \
    ios 10 \
    drv_slew 0 \
    edf_count 0 \
    clock_skew_ps 7.516 \
    cts_made_buffers 3 \
    detail-route-antenna-nets 0 \
    drc 0 \
    avgViaCountPerCell 3.066 \
    vias 279 \
    cap_viol_max_count 0 \
]
==> placed cells by master, fill, tap and decap left out <==
| cell type | instances |
|---|---|
| o21ai_0 | 2 |
| nor3b_2 | 1 |
| xnor2_1 | 3 |
| buf_4 | 3 |
| nand2_1 | 3 |
| inv_1 | 2 |
| or4b_4 | 1 |
| a21oi_1 | 1 |
| dfrtp_1 | 6 |
| ha_1 | 2 |
| clkdlybuf4s50_1 | 8 |
| xor2_1 | 1 |
| o41ai_1 | 1 |
| dlygate4sd2_1 | 1 |
| nor2_1 | 3 |
| clkbuf_4 | 3 |
| inv_2 | 1 |
| nand4_1 | 3 |
==> worst reg2reg max path: stages (launching register included) <==
cell and delay (ps):
dfrtp_1 360, buf_4 130, ha_1 190, nand4_1 140, nor2_1 180, nor2_1 70
==> final timing paths <==
| check | start | end | slack, ps | cells past startpoint |
|---|---|---|---|---|
| max in group asynchronous | rst | current_count[2] | 1760 | 2 |
| max reg2reg | current_count[1] | current_count[0] | 1210 | 5 |
| min | rst | current_count[1] | 440 | 2 |
| min reg2reg | current_count[5] | current_count[5] | 550 | 1 |
| min in group clk0 | current_count[5] | current_count[5] | 550 | 1 |
| max | current_count[0] | phase_min | 280 | 5 |
==> cell type report <==
type,count,area (µm²),share of cell area (%)
well taps,46,57.56,11.41
repair buffers,12,111.4,22.08
inverters,3,11.26,2.233
multi-input cells,21,151.4,30.02
flip-flops and latches,6,150.1,29.78
clock buffers,3,22.52,4.466
==> cell families (layout without fill, tap and decap cells) <==
group / count (synthesis) / count (layout) / synth area share [%]
adders and majority gates: 2 / 2 / 7.967
and+or+nand+nor: 11 / 11 / 20.32
AOI/OAI and AO/OA: 4 / 4 / 7.569
DFF: 6 / 6 / 47.81
xor gates and xnor gates: 4 / 4 / 11.16
buffers and inverters: 4 / 18 / 5.177
==> metal layers <==
layer  track usage, %  part of all wire [%]  up-vias
li1                 -                     -      136
met1            3.167                    47      133
met2            3.612                    44        8
met3            1.591                   7.8        2
met4           0.3521                   1.6        0
met5                0                     0        -
==> where the power goes <==
part / switching (mW) / total (mW) / internal, mW
registers: 0.0600 / 0.211 / 0.151
clock network: 0.0380 / 0.0947 / 0.0567
logic: 0.0950 / 0.264 / 0.169
total: 0.193 / 0.570 / 0.377
==> what timing repair did <==
| action | CTS | global route |
|---|---|---|
| setup buffers | 1 | 0 |
| gates resized | 3 | 0 |
| endpoints found under the setup margin | 1 | 0 |
No activity file was given, so power comes from the tool's default toggle rates.
