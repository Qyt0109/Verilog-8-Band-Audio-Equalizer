==> design.v <==
module compute #(
    parameter FILTER_IN_BITS = 16,
    parameter FILTER_OUT_BITS = 16,
    parameter NUMBER_OF_TAPS = 64,
    parameter COEFF_BITS = 16,
    parameter COEFF_FRAC_BITS = 16
) (
    input clk,
    input rst,
    input clk_enable,
    input signed [FILTER_IN_BITS-1:0] delay_filter_in,   
    input signed [COEFF_BITS-1:0] coeff,   
    input phase_min,   
    output signed [FILTER_OUT_BITS-1:0] filter_out   
);
  localparam PRODUCT_BITS = FILTER_IN_BITS + COEFF_BITS;
  wire signed [PRODUCT_BITS-1:0] product = delay_filter_in * coeff;
  wire signed [PRODUCT_BITS-1 + 2:0] sign_extended_product = $signed(
      {{2{product[PRODUCT_BITS-1]}}, product}
  );
  reg signed [PRODUCT_BITS-1 + 2:0] acc_out;
  wire signed [PRODUCT_BITS-1 + 2:0] next_value_to_add = acc_out;
  wire signed [PRODUCT_BITS-1 + 3:0] add_temp = sign_extended_product + next_value_to_add;
  wire signed [PRODUCT_BITS-1 + 2:0] acc_sum = add_temp[PRODUCT_BITS-1 + 2:0];   
  wire signed [PRODUCT_BITS-1 + 2:0] acc_in = (phase_min == 1) ? sign_extended_product : acc_sum;
  reg signed [PRODUCT_BITS-1 + 2:0] acc_final;
  always @(posedge clk or posedge rst) begin
    if (rst == 1) begin
      acc_out <= 0;
    end else begin
      if (clk_enable == 1) begin
        acc_out <= acc_in;
      end
    end
  end
  always @(posedge clk or posedge rst) begin
    if (rst == 1) begin
      acc_final <= 0;
    end else begin
      if (phase_min == 1) begin
        acc_final <= acc_out;
      end
    end
  end
  localparam ACC_FINAL_BITS = PRODUCT_BITS + 2;   
  localparam ACC_FINAL_SIGN_BIT = ACC_FINAL_BITS - 1;   
  localparam ACC_FINAL_CHECK_BIT_HIGH = ACC_FINAL_SIGN_BIT - 1;  
  localparam ACC_FINAL_CHECK_BIT_LOW = COEFF_FRAC_BITS + FILTER_OUT_BITS;  
  localparam ACC_FINAL_CHECK_BITS = ACC_FINAL_CHECK_BIT_HIGH - ACC_FINAL_CHECK_BIT_LOW + 1;  
  localparam ACC_FINAL_CONVERTED_HIGH_BIT = COEFF_FRAC_BITS + FILTER_OUT_BITS - 1;
  localparam ACC_FINAL_CONVERTED_LOW_BIT = COEFF_FRAC_BITS;
  assign filter_out =
      ((acc_final[ACC_FINAL_SIGN_BIT] == 0) & (acc_final[ACC_FINAL_CHECK_BIT_HIGH:ACC_FINAL_CHECK_BIT_LOW] != {(ACC_FINAL_CHECK_BITS){1'b0}})) ? {1'b0, {(FILTER_OUT_BITS-1){1'b1}}}:  
      ((acc_final[ACC_FINAL_SIGN_BIT] == 1) & (acc_final[ACC_FINAL_CHECK_BIT_HIGH:ACC_FINAL_CHECK_BIT_LOW] != {(ACC_FINAL_CHECK_BITS){1'b1}})) ? {1'b1, {(FILTER_OUT_BITS-1){1'b0}}}:  
      acc_final[ACC_FINAL_CONVERTED_HIGH_BIT:ACC_FINAL_CONVERTED_LOW_BIT];
endmodule   
==> run.sh <==
#!/bin/bash
# OpenROAD 26Q1-2900-gdf79404cd8, Yosys 0.63+post, stock flow scripts
make -C /OpenROAD-flow-scripts/flow DESIGN_CONFIG=/design/flow/config.mk WORK_HOME=/design/flow/orfs finish
==> config.mk <==
export PLATFORM = sky130hd
export DESIGN_NAME = compute
export DESIGN_NICKNAME = compute
export VERILOG_FILES = /design/flow/design.v
export SDC_FILE = /design/flow/constraint.sdc
export NUM_CORES = 4
export LEC_CHECK = 1
export CORE_UTILIZATION = 50
==> constraint.sdc <==
current_design compute

set clk_period 26.9
set clk_io_pct 0.2

create_clock -name clk0 -period $clk_period [get_ports {clk}]

set non_clock_inputs [all_inputs -no_clocks]
set_input_delay [expr $clk_period * $clk_io_pct] -clock clk0 $non_clock_inputs
set_output_delay [expr $clk_period * $clk_io_pct] -clock clk0 [all_outputs]
==> reports/qor.tcl <==
set qor(postSynthSeqShare) 0.0945
set qor(hold_path.class) {reg2reg}
set qor(worst_ep_required_time_ns) 27.11
set qor(maxCapViolCount) 0
set qor(period_used_share) 0.516
set qor(die_h_um) 168
set qor(post-route-drc-count) 0
set qor(floorplan.die.width_um) 168
set qor(setup-violations-final) 0
set qor(tritoncts_num_sinks) 52
set qor(crit_path_frequent_cell) {fa_1}
set qor(log.warning_count) 26
set qor(postRouteWirelength_mm) 29.3
set qor(fin_hold_ws_ns) 0.511
set qor(category_of_the_critical_setup_timing_path) {in2reg}
set qor(total_negative_slack_for_setup_checks_ns) 0
set qor(io_pins) 52
set qor(site_rows) 60
set qor(synth_simple_gate_area_share) 0.158
set qor(synth-edff-count) 0
set qor(grt-ovfl-total) 0
set qor(hold_viol) 0
set qor(grt_start_max_net_pins) 68
set qor(yosys_register_bits) 52
set qor(drt_iter0_drcs) 507
set qor(grt_first_pass_wirelength_mm) 50.5
set qor(yosysCellCount) 1547
set qor(worst-path-max-fanout) 16
set qor(first_global_vias) 10200
set qor(synth-xor-area-share) 0.0382
set qor(cell_area_after_synthesis_um2) 13800
set qor(critical_path_arrival_ns) 14.09
set qor(antennaDiodeCount) 0
set qor(end_kind) {register}
set qor(ys_top_cells_by_area) {fa_1 38%, ha_1 11%, dfrtp_1 9.5%}
set qor(final-max-slew-violation-count) 0
set qor(cts-root-to-sink-buffers) 2
set qor(post-synth-top-area-fraction) 0.383
set qor(max_slew_margin) 0.429
set qor(fmax_mhz) 72.1
set qor(outcome) {completed}
set qor(synthMuxAreaShare) 0.0176
set qor(synth.largest_area_cell) {fa_1}
set qor(port-buffer-count) 51
set qor(worst_skew_pair.late_latency_ns) 0.30
set qor(clock_tree_from_tritoncts) {done}
set qor(fin_skew_ns) 0.0101
set qor(dp_hpwl_mm) 24.3
set qor(synth-area-yosys_um2) 13800
set qor(synthCells) 1547
set qor(cts_made_buffers) 5
set qor(hold_buffers) 0
set qor(avgViaCountPerCell) 5.25
set qor(cp.buffers_inverters) 5
set qor(clock-root-buffer) {clkbuf_16}
set qor(top_logic_kind) {adder cells}
set qor(synthArstFlopShare) 1.00
set qor(chipArea_um2) 28200
set qor(crit_path_max_incr_delay_ns) 0.81
set qor(clock_tree.htree_level_count) 2
set qor(antenna_found_initial) 1
set qor(globalRouteTotalUtil) 0.238
set qor(timing.critical_path.max_delay_family) {adder cells}
set qor(cts.reportedPaths.clkPinSlew_ns) 0.08
set qor(initial_utilization) 0.511
set qor(gp_congestion) 0.860
set qor(rsz0062_at_grt) {no}
set qor(vias) 9997
set qor(cts-resized-gates) 0
set qor(flow.area_growth_from_synthesis_pct) 6.95
set qor(cts.repair_timing.setup_buffer_count) 0
set qor(core_region_area_um2) 27000
set qor(start_kind) {input port}
set qor(avgRoutedWirePerCell_um) 15.4
set qor(nFillCells) 2490
set qor(detailedRoute.firstPassIterationCount) 4
set qor(ys_warn_count) 1
set qor(timing_worst_slew_pin_value_ns) 0.854
set qor(syn_area_cell_um2) 8.90
set qor(final_layout_size_suffix_gt1_frac) 0.0326
set qor(postSynth.topFlopCell) {dfrtp_1}
set qor(critical_path.slowest_cell) {clkdlybuf4s50_1}
set qor(antenna_left) 0
set qor(period_needed_ns) 13.88
set qor(ys_types) 64
set qor(synth_adder_area_share) 0.489
set qor(compound_area_frac) 0.107
## sequential cells by signal (all words and copies together) (netlist names)
| register | count |
|---|---|
| acc_final | 18 |
| acc_out | 34 |
## through the flow
| step | instances | util | cell area, um^2 | setup WS (ns) |
|---|---|---|---|---|
| after global routing | 1905 | 0.546 | 14700 | 12.44 |
| final | 1905 | 0.546 | 14700 | 13.02 |
| after global placement | 1897 | 0.541 | 14600 | 12.85 |
| after CTS | 1905 | 0.546 | 14700 | 12.98 |
| after floorplan | 1547 | - | 13800 | 14.04 |
| after detailed placement | 1897 | 0.541 | 14600 | 12.71 |
## worst register-to-register path, delay by kind of cell, from the launching register on
kind / cells / cell delay [ns]
AOI/OAI and AO/OA: 7 / 2.05
and+or+nand+nor: 2 / 0.22
adders and majority gates: 2 / 0.70
DFF: 1 / 0.38
xor gates and xnor gates: 1 / 0.15
## routing by layer
metal  up-vias  global-route usage  part of all wire
li1       4854                   -                 -
met1      4973               0.367              0.44
met2       150               0.393              0.51
met3        20              0.0338             0.033
met4         0              0.0243             0.012
met5         -                   0                 0
## worst paths after layout
kind                                         start       endpoint  slack [ns]  cells after the start
worst max-delay path            delay_filter_in[9]    acc_out[33]       13.02                     30
max in group asynchronous                      rst    acc_out[15]       20.83                      3
min in group asynchronous                      rst  acc_final[27]        5.59                      3
worst max register to register          acc_out[0]    acc_out[32]       23.28                     12
worst min-delay path                 acc_final[29]  acc_final[29]        0.51                      1
worst min register to register       acc_final[29]  acc_final[29]        0.51                      1
## layout make-up
| class | instances | area (um^2) | share of cell area |
|---|---|---|---|
| tap | 341 | 427 | 0.0290 |
| timing repair buffer | 60 | 568 | 0.0386 |
| clock buffer | 5 | 125 | 0.00850 |
| multi-input combinational | 1141 | 11100 | 0.756 |
| inverter | 303 | 1140 | 0.0773 |
| sequential | 52 | 1300 | 0.0884 |
| clock inverter | 3 | 28.8 | 0.00195 |
## kinds of logic after synthesis
group,Yosys count
AND/OR/NAND/NOR,457
adder cells (fa/ha/maj),380
buffers and inverters,354
AND-OR/OR-AND,222
XOR/XNOR,60
flip-flops,52
multiplexers,22
## cell usage after synthesis, types with 3 or more instances
master / n
inv_1: 301
nand2_1: 159
a21o_1: 28
xnor2_1: 36
mux2i_1: 4
nor2_1: 117
and3_1: 9
nor3_1: 10
or3_1: 4
o21ai_0: 30
a211o_1: 3
and2_1: 116
nand4_1: 6
a31oi_1: 8
a221o_1: 5
dfrtp_1: 52
mux2_2: 18
a21oi_1: 81
clkbuf_1: 46
buf_1: 5
o31ai_1: 3
a211oi_1: 10
fa_1: 263
nand3_1: 7
a311oi_1: 3
nor2b_1: 4
nand2b_1: 12
xor2_1: 24
nand3b_1: 3
o211ai_1: 3
o21a_1: 13
ha_1: 116
o21bai_1: 7
## layout by cell type (no fill, tap or decap), types with 9 or more instances in the layout
master           Yosys  routed
a211oi_1            10      10
inv_1              301     300
nor2_1             117     117
a21o_1              28      28
fa_1               263     263
xnor2_1             36      36
ha_1               116     116
and2_1             116     116
o21ai_0             30      30
nand2_1            159     159
clkdlybuf4s50_1      0      49
and3_1               9       9
mux2_2              18      18
nand2b_1            12      12
a21oi_1             81      81
buf_4                0       9
xor2_1              24      24
nor3_1              10      10
dfrtp_1             52      52
o21a_1              13      13
