--- ./run.sh ---
#!/bin/bash
# OpenROAD 26Q1-2900-gdf79404cd8, Yosys 0.63+post, stock flow scripts
make -C /OpenROAD-flow-scripts/flow DESIGN_CONFIG=/design/flow/config.mk WORK_HOME=/design/flow/orfs finish
--- ./config.mk ---
export PLATFORM = sky130hd
export DESIGN_NAME = amplifier
export DESIGN_NICKNAME = amplifier
export VERILOG_FILES = /design/flow/design.v
export SDC_FILE = /design/flow/constraint.sdc
export NUM_CORES = 4
export LEC_CHECK = 1
export CORE_UTILIZATION = 50
--- ./constraint.sdc ---
current_design amplifier

set clk_period 8.3
set clk_io_pct 0.2

create_clock -name clk0 -period $clk_period

set non_clock_inputs [all_inputs -no_clocks]
set_input_delay [expr $clk_period * $clk_io_pct] -clock clk0 $non_clock_inputs
set_output_delay [expr $clk_period * $clk_io_pct] -clock clk0 [all_outputs]
--- ./design.v ---
module amplifier #(
    parameter NUMBER_OF_FILTERS = 8,
    parameter GAIN_BITS = 2,
    parameter GAIN_FRAC_BITS = 0,
    parameter FILTER_IN_BITS = 16
) (
    input en,
    input [NUMBER_OF_FILTERS*GAIN_BITS-1:0] gains,
    input signed [FILTER_IN_BITS-1:0] filter_in,
    output [NUMBER_OF_FILTERS*FILTER_IN_BITS-1:0] amplified_filter_ins
);
  localparam PRODUCT_BITS = FILTER_IN_BITS + GAIN_BITS;
  localparam PRODUCT_SIGN_BIT = PRODUCT_BITS - 1;
  localparam PRODUCT_CHECK_BIT_HIGH = PRODUCT_SIGN_BIT - 1;
  localparam PRODUCT_CHECK_BIT_LOW = GAIN_FRAC_BITS + FILTER_IN_BITS;
  localparam PRODUCT_CHECK_BITS = PRODUCT_CHECK_BIT_HIGH - PRODUCT_CHECK_BIT_LOW + 1;
  localparam CONVERTED_PRODUCT_HIGH_BIT = GAIN_FRAC_BITS + FILTER_IN_BITS - 1;
  localparam CONVERTED_PRODUCT_LOW_BIT = GAIN_FRAC_BITS;
  wire signed [GAIN_BITS-1:0] w_gains[0:NUMBER_OF_FILTERS];
  wire signed [PRODUCT_BITS-1:0] product[0:NUMBER_OF_FILTERS];
  wire signed [PRODUCT_BITS-1:0] w_amplified_filter_ins[0:NUMBER_OF_FILTERS];
  wire signed [FILTER_IN_BITS-1:0] w_converted_amplified_filter_ins[0:NUMBER_OF_FILTERS];
  genvar filter_index;
  generate
    for (
        filter_index = 0; filter_index < NUMBER_OF_FILTERS; filter_index = filter_index + 1
    ) begin : gen_amplifier
      assign w_gains[filter_index] = gains[(filter_index+1)*GAIN_BITS-1:filter_index*GAIN_BITS];
      assign product[filter_index] = filter_in * w_gains[filter_index];
      assign w_amplified_filter_ins[filter_index] =
          ((product[filter_index][PRODUCT_SIGN_BIT] == 0) & (product[filter_index][PRODUCT_CHECK_BIT_HIGH:PRODUCT_CHECK_BIT_LOW] != {(PRODUCT_CHECK_BITS){1'b0}})) ? {1'b0, {(FILTER_IN_BITS-1){1'b1}}}:  
          ((product[filter_index][PRODUCT_SIGN_BIT] == 1) & (product[filter_index][PRODUCT_CHECK_BIT_HIGH:PRODUCT_CHECK_BIT_LOW] != {(PRODUCT_CHECK_BITS){1'b1}})) ? {1'b1, {(FILTER_IN_BITS-1){1'b0}}}:  
          product[filter_index][CONVERTED_PRODUCT_HIGH_BIT:CONVERTED_PRODUCT_LOW_BIT];
      assign amplified_filter_ins[(filter_index+1)*FILTER_IN_BITS-1:filter_index*FILTER_IN_BITS] = (en == 1) ? w_amplified_filter_ins[filter_index] : filter_in;
    end
  endgenerate
endmodule   
==> git commit body <==
Refresh implementation metrics

- Outcome: finished, final reports clean
- IO Pins: ~160
- Top delay family on crit path: buffers and inverters
- Counting buffers and inverters, the worst setup path is 16 cells deep.
- The cell count after synthesis came out at 1593.
* ANT nets after route: 0
- Per the OpenROAD power report, switching power amounts to 0.477 mW.
* Pin count of the biggest net entering global routing: 80
- For this block, the initial DRC count from the detailed router was 652.
* Ys cells: about 1.6k
* Vias/cell: approximately 6
* Area leader, netlist: ha_1
- Top cells by area: ha_1 27%, o21ai_0 12%, a21oi_1 8.8%
* Number of warnings issued by yosys: 1
- The worst setup path is captured at an output pin.
* Chip height: 148 um
- Setup repair after global routing missed its margin: no
- The script extracted a total leakage power of a little over 6 nW.
- Layer with the highest usage after global routing: met2
* Top achievable clock speed: 125 MHz
- The routed layout has 12.0k vias.
* Routability Congestion: 1.03
- After synthesis, the netlist uses 70 different library cells.
- The post-route utilization of the core is recorded as 60.5%.
- Cells with a size suffix above 1 make up under 10% of the layout.
- Post-Layout Cell Count: roughly 2k
* Via count of the first global-routing pass: around 10k
* Area growth from synthesis to final layout: 19.1%
* Req. time, crit path: 6640 ps
- IR analysis of the VDD net gives a maximum drop of around 0.000032 V.
* Tool Warnings: 33
- Delay of the slowest cell on the worst path: 670 ps
* Final HPWL DP: 28.8 mm
* Aggregate routed wire length: ~37 mm
* Antenna fix cells: 0
* Core Area: 21000 um2
- Worst hold-check slack: 4280 ps
- Once the floorplan was initialized, standard cells occupied between 50 and 60% of the core.
- Buf/Inv on CP: 4
* Internal power: about 0.43 mW
- The last timing report of the flow puts the setup violation total at 0.
- The initial antenna violation count came to 2.
* Slowest cell on the critical path: clkdlybuf4s50_1
- Final Max Slew Viols: 0
- Synthesized area per cell: 6.71 um2
- In the finished layout, the clock tree contains a buffer count of 0.
- Per the breakdown, switching nets consume 52.6% of all power.
* Pwr per Cell Area: 71.3 nW/um2
- In the synthesis report, Yosys lists the chip area as roughly 11000 um2.
- From left edge to right edge, the die measures roughly 150 um.
- Worst setup endpoint: amplified_filter_ins[103]
- Register area: 0 um2
* GRT met1 Usage: 48.5%
- After floorplanning, the core was divided into ~53 placement rows.
* Worst Setup SP: gains[13]
- GR Layer Usage met3: 1.94%
- Floorplan die area: roughly 22000 um2
- Dividing the detail-routed wire length by the instance count gives 18.4 um.
* Aggregate global-route resource usage: 33.3%
* Design area: 12700 um2
- Port Buffers: 161
- Critical path type: input port to output pin
* Placed cells: 1999
- Post-CTS Hold Buffers: 0
- Netlist Area Pre-Place: 10700 um2
- The worst-case max-slew headroom was logged as approximately a third.
* Post-CTS Resized: 0
- Sequential elements use 0% of the synthesized area.
- Checking hold timing, the worst path is listed with class input port to output pin.
- The script parses the final routing iteration and logs DRC violations as 0.
- The filler cells instantiated in the layout total 1966.
* Maximum fanout along the worst path: 13
- Counting I/O delays and the setup requirement, the final critical path takes 8000 ps.
- STA classifies the critical path startpoint as an input port.
- Count of buffers added by post-CTS timing repair for setup: 0
- In this run the biggest area consumer among cell types represents 27.2% of the synthesized area.
- Number of max-cap violations: 0
- Transition time at the pin with the least slew margin: 979 ps
- The placement stage leaves a total instance area of about 13000 um2.
- Fraction of power consumed by sequential logic: 0%
- The final hold violation count recorded for this run is 0.
* Wire length of the first global-routing pass: 56.4 mm
* Seq_cells: 0
- Clock power frac: 0%
- For the final routed database, the setup TNS stands at 0 ps.
- Cells along the critical path: clkdlybuf4s50_1 > inv_1 > nor2_1 > ha_1 > ha_1 > fa_1 > a211o_1 > a2111oi_0 > o311ai_0 > a21oi_1 > xnor2_1 > buf_4 > or2_2 > nand3_1 > nand3_1 > clkdlybuf4s50_1
* Logic area: 10200 um2
- The arrival time of data at the worst endpoint is listed as 6340 ps.
- Part of the cycle the worst path needs: 96.4%
- The global routing report lists met2 layer usage as between 50 and 60%.
* Detailed Routing Iterations Pass 1: 5
- Global routing finished with a remaining overflow of 0.
* Share of power burned in combinational logic: 100.0%
[cell usage in the layout, fill, tap and decap left out, types with 5 or more instances in the layout]
master / count
clkdlybuf4s50_1: 160
a31o_2: 5
o21ai_1: 21
nand4_1: 9
a211oi_1: 26
nor2b_1: 5
ha_1: 232
nand3_1: 35
nand2b_1: 32
o21ai_0: 250
nand2_1: 73
buf_4: 54
a31oi_1: 6
xnor2_1: 54
nor2_1: 173
o211ai_1: 21
xor2_1: 44
a21o_1: 46
o21a_1: 14
fa_1: 16
and2_1: 114
a211o_1: 5
or2_2: 5
o21bai_1: 12
inv_1: 44
nor3_1: 14
a21oi_1: 187
[power groups by stage]
stage | logic (mW) | clock network [mW] | registers, mW
after CTS | 0.900 | 0 | 0
after global routing | 1.01 | 0 | 0
final | 0.907 | 0 | 0
[kinds of logic (layout without fill, tap and decap cells)]
kind of cell / Yosys count / after routing / share of synthesized area [%]
AND-OR/OR-AND: 636 / 636 / 34.8
XOR/XNOR: 100 / 100 / 8.26
adder cells (fa/ha/maj): 248 / 248 / 30.1
buffers and inverters: 128 / 259 / 4.63
multiplexers: 1 / 1 / 0.0936
AND/OR/NAND/NOR: 480 / 480 / 22.0
[area by class of cell]
cell class                      instances  share of cell area [%]
Timing Repair Buffer                  214                    15.8
Multi-Input combinational cell       1465                    80.2
Tap cell                              275                    2.70
Inverter                               45                    1.33
[cell usage after synthesis (3+ instances only)]
cell / count
a2111oi_0: 3
a211o_1: 5
a211oi_1: 26
a21boi_0: 3
a21o_1: 46
a21oi_1: 187
a221oi_2: 4
a311o_1: 4
a31o_2: 5
a31oi_1: 6
and2_1: 114
buf_1: 10
buf_2: 9
clkbuf_1: 63
fa_1: 16
ha_1: 232
inv_1: 44
nand2_1: 73
nand2b_1: 32
nand3_1: 35
nand4_1: 9
nor2_1: 173
nor2b_1: 5
nor3_1: 14
nor4_1: 3
nor4b_1: 3
o211ai_1: 21
o21a_1: 14
o21ai_0: 250
o21ai_1: 21
o21bai_1: 12
o31ai_1: 3
or2_2: 5
xnor2_1: 54
xor2_1: 45
[worst min-delay path by stage]
stage	cells after the start	end	slack (ps)	start
final	4	amplified_filter_ins[116]	4280	en
after global routing	4	amplified_filter_ins[116]	4360	en
after CTS	4	amplified_filter_ins[14]	4290	en
[metal layers]
metal  part of all wire [%]  wire length [um]
met5                      0                 0
met3                    7.0              2580
met2                     43             16000
met1                     46             16700
met4                    3.9              1440
[through the flow]
stage | worst slack [ps] | total power, mW
4_1_cts | 320 | 0.900
3_3_place_gp | 323 | 0.891
5_1_grt | 34.9 | 1.01
2_1_floorplan | 1670 | 0.535
6_report | 301 | 0.907
3_5_place_dp | 336 | 0.892
No activity file was given, so power comes from the tool's default toggle rates.
